==> design/flow/run.sh <==
#!/bin/bash
# OpenROAD 26Q1-2900-gdf79404cd8, Yosys 0.63+post, stock flow scripts
make -C /OpenROAD-flow-scripts/flow DESIGN_CONFIG=/design/flow/config.mk WORK_HOME=/design/flow/orfs finish
==> design/flow/config.mk <==
export PLATFORM = sky130hd
export DESIGN_NAME = sram
export DESIGN_NICKNAME = sram
export VERILOG_FILES = /design/flow/design.v
export SDC_FILE = /design/flow/constraint.sdc
export NUM_CORES = 4
export LEC_CHECK = 1
export CORE_UTILIZATION = 50
export SYNTH_MEMORY_MAX_BITS = 65536
==> design/flow/constraint.sdc <==
current_design sram

set clk_period 137.6
set clk_io_pct 0.2

create_clock -name clk0 -period $clk_period [get_ports {clk}]

set non_clock_inputs [all_inputs -no_clocks]
set_input_delay [expr $clk_period * $clk_io_pct] -clock clk0 $non_clock_inputs
set_output_delay [expr $clk_period * $clk_io_pct] -clock clk0 [all_outputs]
==> design/flow/design.v <==
module sram #(parameter DATA_WIDTH = 12, ADDR_WIDTH = 11, RAM_SIZE = 2048) (
  input                       clk   ,
  input                       we    ,
  input                       en    ,
  input      [ADDR_WIDTH-1:0] addr  ,
  input      [DATA_WIDTH-1:0] data_i,
  output reg [DATA_WIDTH-1:0] data_o
);
reg [DATA_WIDTH-1 : 0] RAM [RAM_SIZE - 1:0];
always@(posedge clk)
begin
  if(en & ~we)
    data_o <= RAM[addr];
  else 
    data_o <= {(DATA_WIDTH){1'bx}};
end
always@(posedge clk)
begin
  if (en & we)
    RAM[addr] <= data_i;
end
endmodule
==> load_flow_metrics.sql <==
-- flow metrics import
INSERT INTO impl_metrics (metric_group, metric, value, unit) VALUES
('timing', 'tightest_slew', '1450', 'ps'),
('die', 'floorplanUtilization', '0.501', ''),
('global_route', 'vias_in_the_first_global_route', '521153', ''),
('flow_run', 'openroad.warnings', '149', ''),
('timing', 'slew_headroom', '0.0362', ''),
('setup_path', 'critPathMaxFanout', '104', ''),
('yosys', 'yosys_cells', '51125', ''),
('routing', 'drt_pre_antenna_iters', '6', ''),
('clock_tree', 'post-cts-setup-buffers', '0', ''),
('placement', 'place.port_buffers', '37', ''),
('power_and_ir_drop', 'leakage_dissipation', '367', 'nW'),
('global_route', 'antenna_found_initial', '227', ''),
('die', 'die_width', '1370', 'µm'),
('global_route', 'maximum_number_of_pins_on_one_net_before_global_route_repair', '129', ''),
('clock_tree', 'htree_levels', '8', ''),
('die', 'floorplan.core_area', '1870000', 'µm²'),
('yosys', 'netlist_top_cells_count', '24576 x edfxtp_1, 12288 x mux2i_1, 6144 x o22ai_1', ''),
('setup_path', 'critical_path.startpoint_type', 'primary input', ''),
('final_layout', 'final.fill_count', '135157', ''),
('clock_tree', 'clk_path_buf_depth', '6', ''),
('timing', 'slew_viols_final', '0', ''),
('clock_tree', 'cts_hold_buf', '0', ''),
('setup_path', 'max_stage_delay', '1030', 'ps'),
('flow_run', 'drv_cap', '0', ''),
('clock_tree', 'cts_made_buffers', '2543', ''),
('power_and_ir_drop', 'worst_ir_drop_vdd', '0.0000111', 'V'),
('status', 'outcome', 'complete, no violations', ''),
('worst_hold_path', 'holdCritStartpoint', 'RAM[1263][10]$_DFFE_PP_', ''),
('timing', 'totalNegativeSetupSlack', '0', 'ps'),
('final_layout', 'drive_above_1_share', '0.134', ''),
('clock_tree', 'cts_tree', 'done', ''),
('die', 'num_io_pins', '38', ''),
('setup_path', 'worstPathRequired', '138840', 'ps'),
('yosys', 'post_synth.cell_area_avg', '18.4', 'µm²'),
('die', 'die_area', '1880000', 'µm²'),
('setup_path', 'worst-r2r-setup-slack', '132600', 'ps'),
('setup_path', 'rr_worst_depth', '9', ''),
('routing', 'route.detailed.wl_per_inst', '33.3', 'µm'),
('yosys', 'top_cell_area_share', '0.786', ''),
('timing', 'layout_worst_path_cycle_share', '0.275', ''),
('routing', 'remaining_drc_errors', '0', ''),
('timing', 'final.setup_skew', '103', 'ps'),
('die', 'placementRows', '503', ''),
('worst_hold_path', 'hp-class', 'reg2reg', ''),
('clock_tree', 'post_cts.resized_instances', '0', ''),
('timing', 'grt_setup_unrepaired', 'no', ''),
('yosys', 'mappedNetlistArea', '939000', 'µm²'),
('yosys', 'synthesis.instances', '51125', ''),
('placement', 'place_congestion', '0.922', ''),
('global_route', 'grt.total_usage', '0.322', ''),
('clock_tree', 'cts_num_sinks', '24588', ''),
('clock_tree', 'worst_setup_hold_path_clk_slew', '60', 'ps'),
('setup_path', 'critical-path-slowest-cell', 'a22oi_1', ''),
('global_route', 'grt_pass1_wl', '3810000', 'µm'),
('final_layout', 'fin_util', '0.569', ''),
('yosys', 'number_of_synthesized_flops_with_an_enable_pin', '24576', ''),
('die', 'floorplan.die.height', '1370', 'µm'),
('yosys', 'dominantRegCellSynth', 'edfxtp_1', ''),
('yosys', 'synth.yosys.chip_area', '939000', 'µm²'),
('yosys', 'synthArstFlopShare', '0', ''),
('setup_path', 'cp-startpoint', 'addr[1]', ''),
('yosys', 'area_leaders', 'edfxtp_1 79%, mux2i_1 13%, o22ai_1 4.1%', ''),
('routing', 'drt-total-wl', '2720000', 'µm'),
('setup_path', 'critical_path_arrival', '39010', 'ps'),
('routing', 'dr_total_vias', '495613', ''),
('setup_path', 'crit_chain', 'buf_16 -> buf_4 -> buf_4 -> buf_12 -> buf_4 -> buf_12 -> buf_4 -> buf_4 -> buf_4 -> buf_4 -> buf_4 -> mux2i_1 -> o22ai_1 -> nor4_1 -> buf_4 -> a21oi_1 -> nor4_2 -> buf_4 -> nand2_1 -> a22oi_1 -> buf_4 -> nand4_1', ''),
('yosys', 'synthesis.yosys.warnings', '1', ''),
('routing', 'post_drt_via_cell_ratio', '6.05', ''),
('timing', 'setup_viol', '0', ''),
('power_and_ir_drop', 'total_power', '15.4', 'mW'),
('yosys', 'yosys.stat.seqShare', '0.786', '');
## cells by family (layout without fill, tap and decap cells)
| logic type | Yosys count | count (layout) | synth area share |
|---|---|---|---|
| DFF | 24588 | 24588 | 0.786 |
| muxes | 12288 | 12288 | 0.131 |
| and+or+nand+nor | 4050 | 4050 | 0.0211 |
| AOI/OAI and AO/OA | 6960 | 6960 | 0.0454 |
| other | 0 | 425 | 0 |
| buffers and inverters | 3239 | 8619 | 0.0163 |
## final cells by class
type | instances | area (µm²) | area share
clock inverters | 1258 | 10000 | 0.00939
repair buffers | 4153 | 32500 | 0.0304
multi-input cells | 23298 | 187000 | 0.175
clock buffers | 3208 | 67600 | 0.0633
flip-flops and latches | 24588 | 738000 | 0.692
diodes | 425 | 1060 | 0.000997
well taps | 24997 | 31300 | 0.0293
## state kept, by name (all words and copies together) (netlist names)
name / cells
RAM: 24576
data_o: 12
## worst min path at each step
stage	to	slack, ps	cells past startpoint
final	data_o[10]$_DFF_P_	1050	8
after CTS	data_o[10]$_DFF_P_	1050	8
after global routing	data_o[10]$_DFF_P_	1190	8
## per-layer routing
layer / routed length, µm / track usage
met3: 552000 / 0.285
met4: 124000 / 0.119
met5: 7590 / 0.0313
met2: 1230000 / 0.442
met1: 811000 / 0.366
## cells in the final DEF (no fill, tap or decap), drive strengths merged
cell           instances
and3b                  4
clkbuf              3208
nand3b                 4
and2                   3
nand3                  6
a22oi                 48
a21oi                768
nor4                1728
nor2                2056
or3b                   2
nor3                   4
diode                425
mux2i              12288
or4b                   4
or3                    1
edfxtp             24576
clkdlybuf4s50         23
nand4bb                6
and3                   3
or2                    1
nand4b                 4
bufinv               144
o22ai               6144
clkinv              1013
nand4                 13
or4                    1
nand2                197
clkinvlp              22
buf                 4130
dfxtp                 12
nor3b                  7
nor2b                  4
inv                   79
nand2b                 2
## report_power, final
| part | total (mW) | internal (mW) | switching, mW |
|---|---|---|---|
| logic | 0.659 | 0.188 | 0.471 |
| registers | 8.25 | 8.24 | 0.00411 |
| clock network | 6.51 | 3.74 | 2.77 |
| total | 15.4 | 12.2 | 3.25 |
## stage by stage
step           hold WS [ps]  instance area (µm²)  worst slack (ps)  instances
2_1_floorplan           863               939000            107440      51125
3_3_place_gp           1040               988000             98640      77022
3_5_place_dp           1010               988000             98710      77035
4_1_cts                1050              1070000            100180      81501
5_1_grt                1190              1070000             99630      81677
6_report               1050              1070000             99830      81927
## worst max-delay path, delay by kind of cell
kind | cells | cell delay (ps)
compound gates | 3 | 1250
buf+inv | 14 | 7550
mux | 1 | 290
simple gates | 4 | 1640
