--- ./run.sh ---
#!/bin/bash
# OpenROAD 26Q1-2900-gdf79404cd8, Yosys 0.63+post, stock flow scripts
make -C /OpenROAD-flow-scripts/flow DESIGN_CONFIG=/design/flow/config.mk WORK_HOME=/design/flow/orfs finish
--- ./config.mk ---
export PLATFORM = sky130hd
export DESIGN_NAME = save_to_bram
export DESIGN_NICKNAME = save_to_bram
export VERILOG_FILES = /design/flow/design.v
export SDC_FILE = /design/flow/constraint.sdc
export NUM_CORES = 4
export LEC_CHECK = 1
export CORE_UTILIZATION = 40
--- ./constraint.sdc ---
current_design save_to_bram

set clk_period 13.9
set clk_io_pct 0.2

create_clock -name clk0 -period $clk_period [get_ports {clk}]

set non_clock_inputs [all_inputs -no_clocks]
set_input_delay [expr $clk_period * $clk_io_pct] -clock clk0 $non_clock_inputs
set_output_delay [expr $clk_period * $clk_io_pct] -clock clk0 [all_outputs]
--- ./design.v ---
module save_to_bram #(
  parameter SRAM_DEPTH   = 256*256*4        ,
  parameter SRAM_ADDR_W  = 18               ,
  parameter IMAGE_WIDTH  = 5                ,
  parameter IMAGE_HEIGHT = 5
) (
  input                           clk            ,
  input                           saving_mode    ,  
  input       [      (8*4*8-1):0] data_in        ,  
  input  wire [             17:0] user_input_addr,  
  input  wire [SRAM_ADDR_W*8-1:0] starting_addr  ,  
  output reg  [              7:0] sram_in        ,  
  output reg                      sram_we        ,
  output reg                      sram_en        ,
  output wire [             17:0] sram_addr_ff
);
  reg [           15:0] total_cycles_of_operations = 0           ;
  reg [            4:0] counter                    = 0           ;
  reg                   saving_mode_reg            = 0           ;
  reg [SRAM_ADDR_W-1:0] sram_addr                  = 0           ;
  reg [            8:0] logger0                    = 9'b0        ;
  reg [            8:0] logger1                    = 9'b0        ;
  reg [            8:0] logger2                    = 9'b0        ;
  reg [            8:0] logger3                    = 9'b0        ;
  reg [            8:0] logger4                    = 9'b0        ;
  reg [            8:0] logger5                    = 9'b0        ;
  reg [            8:0] logger6                    = 9'b0        ;
  reg [            8:0] logger7                    = 9'b111111111;
  assign sram_addr_ff[0]  = (saving_mode_reg&sram_addr[0])|(~saving_mode_reg&user_input_addr[0]);
  assign sram_addr_ff[1]  = (saving_mode_reg&sram_addr[1])|(~saving_mode_reg&user_input_addr[1]);
  assign sram_addr_ff[2]  = (saving_mode_reg&sram_addr[2])|(~saving_mode_reg&user_input_addr[2]);
  assign sram_addr_ff[3]  = (saving_mode_reg&sram_addr[3])|(~saving_mode_reg&user_input_addr[3]);
  assign sram_addr_ff[4]  = (saving_mode_reg&sram_addr[4])|(~saving_mode_reg&user_input_addr[4]);
  assign sram_addr_ff[5]  = (saving_mode_reg&sram_addr[5])|(~saving_mode_reg&user_input_addr[5]);
  assign sram_addr_ff[6]  = (saving_mode_reg&sram_addr[6])|(~saving_mode_reg&user_input_addr[6]);
  assign sram_addr_ff[7]  = (saving_mode_reg&sram_addr[7])|(~saving_mode_reg&user_input_addr[7]);
  assign sram_addr_ff[8]  = (saving_mode_reg&sram_addr[8])|(~saving_mode_reg&user_input_addr[8]);
  assign sram_addr_ff[9]  = (saving_mode_reg&sram_addr[9])|(~saving_mode_reg&user_input_addr[9]);
  assign sram_addr_ff[10] = (saving_mode_reg&sram_addr[10])|(~saving_mode_reg&user_input_addr[10]);
  assign sram_addr_ff[11] = (saving_mode_reg&sram_addr[11])|(~saving_mode_reg&user_input_addr[11]);
  assign sram_addr_ff[12] = (saving_mode_reg&sram_addr[12])|(~saving_mode_reg&user_input_addr[12]);
  assign sram_addr_ff[13] = (saving_mode_reg&sram_addr[13])|(~saving_mode_reg&user_input_addr[13]);
  assign sram_addr_ff[14] = (saving_mode_reg&sram_addr[14])|(~saving_mode_reg&user_input_addr[14]);
  assign sram_addr_ff[15] = (saving_mode_reg&sram_addr[15])|(~saving_mode_reg&user_input_addr[15]);
  assign sram_addr_ff[16] = (saving_mode_reg&sram_addr[16])|(~saving_mode_reg&user_input_addr[16]);
  assign sram_addr_ff[17] = (saving_mode_reg&sram_addr[17])|(~saving_mode_reg&user_input_addr[17]);
  always @(posedge clk) begin
    if(saving_mode == 1'b1) begin
      total_cycles_of_operations <= total_cycles_of_operations + 1;
    end
  end
  always @ (posedge clk) begin
    if(saving_mode == 1'b0) begin
      logger0                    <= 0;
      logger1                    <= 0;
      logger2                    <= 0;
      logger3                    <= 0;
      logger4                    <= 0;
      logger5                    <= 0;
      logger6                    <= 0;
      logger7                    <= 9'b111111111;
      counter                    <= 0;
      sram_addr                  <= 0;
      sram_en                    <= 1;
      sram_we                    <= 0;
      sram_in                    <= 0;
      total_cycles_of_operations <= 0;
    end
    else begin
      if (total_cycles_of_operations >= 8*(IMAGE_WIDTH*IMAGE_HEIGHT-1) + 9 ) begin
        sram_en <= 1'b0;
        sram_we <= 1'b0;
      end
      if (total_cycles_of_operations < 8*(IMAGE_WIDTH*IMAGE_HEIGHT-1) + 9 ) begin
        sram_en <= 1'b1;
        sram_we <= 1'b1;
      end
      if(counter == 1) begin
        sram_addr    <= starting_addr[SRAM_ADDR_W-1:0] + logger0;
        logger0      <= logger0 + 1;
        sram_in[7:0] <= data_in[7:0];
      end
      if(counter == 2) begin
        sram_addr    <= starting_addr[2*SRAM_ADDR_W-1:SRAM_ADDR_W] + logger1;
        logger1      <= logger1 + 1;
        sram_in[7:0] <= data_in[39:32];
      end
      if(counter == 3) begin
        sram_addr    <= starting_addr[3*SRAM_ADDR_W-1:2*SRAM_ADDR_W] + logger2;
        logger2      <= logger2 + 1;
        sram_in[7:0] <= data_in[71:64];
      end
      if(counter == 4) begin
        sram_addr    <= starting_addr[4*SRAM_ADDR_W-1:3*SRAM_ADDR_W] + logger3;
        logger3      <= logger3 + 1;
        sram_in[7:0] <= data_in[103:96];
      end
      if(counter == 5) begin
        sram_addr    <= starting_addr[5*SRAM_ADDR_W-1:4*SRAM_ADDR_W] + logger4;
        logger4      <= logger4 + 1;
        sram_in[7:0] <= data_in[135:128];
      end
      if(counter == 6) begin
        sram_addr    <= starting_addr[6*SRAM_ADDR_W-1:5*SRAM_ADDR_W] + logger5;
        logger5      <= logger5 + 1;
        sram_in[7:0] <= data_in[167:160];
      end
      if(counter == 7) begin
        sram_addr    <= starting_addr[7*SRAM_ADDR_W-1:6*SRAM_ADDR_W] + logger6;
        logger6      <= logger6 + 1;
        sram_in[7:0] <= data_in[199:192];
      end
      if(counter == 8) begin
        sram_addr    <= starting_addr[8*SRAM_ADDR_W-1:7*SRAM_ADDR_W] + logger7;
        logger7      <= logger7 + 1;
        sram_in[7:0] <= data_in[231:224];
      end
      if(counter == 9) begin
        sram_addr    <= starting_addr[SRAM_ADDR_W-1:0] + logger0;
        logger0      <= logger0 + 1;
        sram_in[7:0] <= data_in[15:8];
      end
      if(counter == 10) begin
        sram_addr    <= starting_addr[2*SRAM_ADDR_W-1:SRAM_ADDR_W] + logger1;
        logger1      <= logger1 + 1;
        sram_in[7:0] <= data_in[47:40];
      end
      if(counter == 11) begin
        sram_addr    <= starting_addr[3*SRAM_ADDR_W-1:2*SRAM_ADDR_W] + logger2;
        logger2      <= logger2 + 1;
        sram_in[7:0] <= data_in[79:72];
      end
      if(counter == 12) begin
        sram_addr    <= starting_addr[4*SRAM_ADDR_W-1:3*SRAM_ADDR_W] + logger3;
        logger3      <= logger3 + 1;
        sram_in[7:0] <= data_in[111:104];
      end
      if(counter == 13) begin
        sram_addr    <= starting_addr[5*SRAM_ADDR_W-1:4*SRAM_ADDR_W] + logger4;
        logger4      <= logger4 + 1;
        sram_in[7:0] <= data_in[143:136];
      end
      if(counter == 14) begin
        sram_addr    <= starting_addr[6*SRAM_ADDR_W-1:5*SRAM_ADDR_W] + logger5;
        logger5      <= logger5 + 1;
        sram_in[7:0] <= data_in[175:168];
      end
      if(counter == 15) begin
        sram_addr    <= starting_addr[7*SRAM_ADDR_W-1:6*SRAM_ADDR_W] + logger6;
        logger6      <= logger6 + 1;
        sram_in[7:0] <= data_in[207:200];
      end
      if(counter == 16) begin
        sram_addr    <= starting_addr[8*SRAM_ADDR_W-1:7*SRAM_ADDR_W] + logger7;
        logger7      <= logger7 + 1;
        sram_in[7:0] <= data_in[239:232];
      end
      if(counter == 17) begin
        sram_addr    <= starting_addr[SRAM_ADDR_W-1:0] + logger0;
        logger0      <= logger0 + 1;
        sram_in[7:0] <= data_in[23:16];
      end
      if(counter == 18) begin
        sram_addr    <= starting_addr[2*SRAM_ADDR_W-1:SRAM_ADDR_W] + logger1;
        logger1      <= logger1 + 1;
        sram_in[7:0] <= data_in[55:48];
      end
      if(counter == 19) begin
        sram_addr    <= starting_addr[3*SRAM_ADDR_W-1:2*SRAM_ADDR_W] + logger2;
        logger2      <= logger2 + 1;
        sram_in[7:0] <= data_in[87:80];
      end
      if(counter == 20) begin
        sram_addr    <= starting_addr[4*SRAM_ADDR_W-1:3*SRAM_ADDR_W] + logger3;
        logger3      <= logger3 + 1;
        sram_in[7:0] <= data_in[119:112];
      end
      if(counter == 21) begin
        sram_addr    <= starting_addr[5*SRAM_ADDR_W-1:4*SRAM_ADDR_W] + logger4;
        logger4      <= logger4 + 1;
        sram_in[7:0] <= data_in[151:144];
      end
      if(counter == 22) begin
        sram_addr    <= starting_addr[6*SRAM_ADDR_W-1:5*SRAM_ADDR_W] + logger5;
        logger5      <= logger5 + 1;
        sram_in[7:0] <= data_in[183:176];
      end
      if(counter == 23) begin
        sram_addr    <= starting_addr[7*SRAM_ADDR_W-1:6*SRAM_ADDR_W] + logger6;
        logger6      <= logger6 + 1;
        sram_in[7:0] <= data_in[215:208];
      end
      if(counter == 24) begin
        sram_addr    <= starting_addr[8*SRAM_ADDR_W-1:7*SRAM_ADDR_W] + logger7;
        logger7      <= logger7 + 1;
        sram_in[7:0] <= data_in[247:240];
      end
      if(counter == 25) begin
        sram_addr    <= starting_addr[SRAM_ADDR_W-1:0] + logger0;
        logger0      <= logger0 + 1;
        sram_in[7:0] <= data_in[31:24];
      end
      if(counter == 26) begin
        sram_addr    <= starting_addr[2*SRAM_ADDR_W-1:SRAM_ADDR_W] + logger1;
        logger1      <= logger1 + 1;
        sram_in[7:0] <= data_in[63:56];
      end
      if(counter == 27) begin
        sram_addr    <= starting_addr[3*SRAM_ADDR_W-1:2*SRAM_ADDR_W] + logger2;
        logger2      <= logger2 + 1;
        sram_in[7:0] <= data_in[95:88];
      end
      if(counter == 28) begin
        sram_addr    <= starting_addr[4*SRAM_ADDR_W-1:3*SRAM_ADDR_W] + logger3;
        logger3      <= logger3 + 1;
        sram_in[7:0] <= data_in[127:120];
      end
      if(counter == 29) begin
        sram_addr    <= starting_addr[5*SRAM_ADDR_W-1:4*SRAM_ADDR_W] + logger4;
        logger4      <= logger4 + 1;
        sram_in[7:0] <= data_in[159:152];
      end
      if(counter == 30) begin
        sram_addr    <= starting_addr[6*SRAM_ADDR_W-1:5*SRAM_ADDR_W] + logger5;
        logger5      <= logger5 + 1;
        sram_in[7:0] <= data_in[191:184];
      end
      if(counter == 31) begin
        sram_addr    <= starting_addr[7*SRAM_ADDR_W-1:6*SRAM_ADDR_W] + logger6;
        logger6      <= logger6 + 1;
        sram_in[7:0] <= data_in[223:216];
      end
      if(counter == 0) begin
        sram_addr    <= starting_addr[8*SRAM_ADDR_W-1:7*SRAM_ADDR_W] + logger7;
        logger7      <= logger7 + 1;
        sram_in[7:0] <= data_in[255:248];
      end
      counter <= counter+1;
    end
    saving_mode_reg <= saving_mode;
  end
  endmodule 
==> results.txt <==
Main metrics from the flow reports.

The register with the most flip-flops in the final layout is sram_addr. TritonCTS created 9 clock buffers. The worst register-to-register path ends at sram_addr[5]. The final critical-path share of the clock period came out at a little under half. The core utilization of the finished layout is about 55%. The count of different cell masters after synthesis came out at about 96. The number of global-route vias before repair is around 24,000. The placement row count came out at 75. The area after detailed placement is around 0.023 mm². The synthesized area divided by synthesized cell count came out at 6.890 µm². The run finished with clean final reports.

The logic depth of the worst register-to-register path is 13. The warning total across the stage logs came out at 29. The tightest slew margin relative to the limit is roughly 22%. The chip footprint came out at 0.04343 mm². The post-route minimum period came out at 6.643 ns.

The number of maximum-capacitance constraint violations is 0. Setup slack on the worst reg-to-reg path comes out at 8.71 ns. The quantity of I/O buffers inserted on ports is 446. Setup repair after global routing left no endpoint under its margin. The critical path class is in -> out. The arrival time at the worst endpoint is about 3.9 ns. Counting both buffers and inverters, the worst setup path holds a total of 2. The share of flip-flops with an asynchronous set or reset is 0%. The worst hold path terminates at counter[0]. After synthesis the netlist holds a flip-flop and latch count of roughly 110. Among cell families on the critical path, the largest total delay comes from buffers and inverters.

Per the timing report, the achievable frequency comes out to about 0.15 GHz. The detailed router reported a total wirelength of 122,500 µm. The setup clock skew after layout is 0.02302 ns.

The number of nets with antenna violations after detailed routing came out at 0. The clock input transition at the sequential cells of the worst setup and hold paths is roughly 0.090 ns. The total vias in the final route came out at ~25,000. The die extent in y came out at 208.4 µm.

The total routing resource utilization after global routing came out at a little under three fifths. The maximum clock insertion buffer count is 2. The initial antenna violation count is 5. STA lists the startpoint of the worst register-to-register path as counter[2]. The number of remaining DRC errors is 0. Looking at the clock tree report, the H-tree level count equals 3. The synthesis warning total is 33. The startpoint identified for the worst hold timing path is counter[0].

Including well taps, the total number of placed cells is approximately 3,400. The horizontal die size is about 210 µm. The library cell occupying the most area in the post-synthesis netlist is sky130_fd_sc_hd__dfxtp_1. In the synthesized netlist the dominant register cell turns out to be sky130_fd_sc_hd__dfxtp_1. The top cell type's share of synthesized area is 12.34%. After synthesis, the cell types taking the most area are sky130_fd_sc_hd__dfxtp_1, sky130_fd_sc_hd__ha_1, sky130_fd_sc_hd__o21ai_0.

At the later pin of the worst-skew pair, clock insertion delay measures ~0.42 ns. The hold-fix buffer count after cts came out at 0. After routing the design area is 0.02292 mm². On met1, the global router reports a usage of 67.25%. The final setup violation count is 0.

The type of the most critical hold path is reg -> reg. The pre-antenna-repair detailed-routing pass consisted of 14 iterations. The maximum fanout along the worst path came out at 1. Hold analysis shows the worst path with a depth of 1. TritonCTS built the clock tree. The setup TNS came out at 0 ns.

The number of standard cells in the final layout excluding fillers is approximately 3,500. The flip-flop count of the largest register, all copies and words added came out at 18. The floorplan-stage core utilization is about two fifths. Per the final layout report, the fraction of cells sized above drive strength 1 comes to 7.126%. The number of design-rule violations left by the first detailed-router iteration came out at about 3,700.

The worst supply voltage drop on vdd came out at around 59 µV. The clock sink count is 105. The critical path goes through clkdlybuf4s50_1 -> mux2_2 -> clkdlybuf4s50_1. The largest individual stage delay along the critical path comes from the cell sky130_fd_sc_hd__clkdlybuf4s50_1. STA classifies the critical path endpoint as a primary output. The number of vias per cell after detailed routing came out at between 7 and 8. After legalization and detailed placement, the total HPWL measured approximately 90,000 µm. The timing report shows the most common cell along the critical path to be sky130_fd_sc_hd__clkdlybuf4s50_1. The core region area is about 0.042 mm².

Per the gpl log, the routability congestion estimate is between 1 and 1.5. In this run, synthesis inferred 0 flip-flops with an integrated enable. The total grt overflow is 0. The global-route track usage on met2 is between 70% and 80%. The number of max-slew violations in the final report came out at 0. met2 is the most crowded layer. The wire length per cell is roughly 35 µm.

Entering global routing, the biggest net connects 58 pins. The number of instances resized during post-cts repair is 0. Per the post-synthesis report, the number of cells in the design is ~2,500.

The critical path data required time came out at roughly 11 ns. The Yosys chip area came out at between 0.015 and 0.02 mm². The clock tree root driver cell is sky130_fd_sc_hd__clkbuf_16. The number of filler cells placed in the layout is approximately 3,700.

The number of hold-slack violations in the final timing report is 0. STA classifies the critical path startpoint as an input pin. The power density of the placed cells came out at 61.90 mW/mm². The post-CTS setup-driven buffer insertion count is 0. The power report puts the leakage power at approximately 8.7 nW.

The register share after synthesis is approximately an eighth. The first-pass GRT wire length is between 150,000 and 200,000 µm. The transition time recorded at the tightest slew-check pin is about 1.2 ns. The area added between synthesis and finish came out at 34.49%. The number of top-level pins is 448. The met3 usage in global routing is 31.98%. Summing every instance area after synthesis gives 0.01704 mm².

The yosys stat cell total is 2,473. The timing report gives the biggest stage delay along the critical path as ~0.42 ns.
[worst max-delay path by stage]
| stage | cells after the start | endpoint | slack [ns] | from |
|---|---|---|---|---|
| 4_1_cts | 3 | sram_addr_ff[9] | 7.25 | user_input_addr[9] |
| 5_1_grt | 3 | sram_addr_ff[7] | 7.23 | user_input_addr[7] |
| 6_report | 3 | sram_addr_ff[9] | 7.26 | user_input_addr[9] |
[placed cells by master, fill, tap and decap left out, types with 9 or more instances in the layout]
master,count
sky130_fd_sc_hd__a2111oi_0,23
sky130_fd_sc_hd__a211o_1,13
sky130_fd_sc_hd__a211oi_1,60
sky130_fd_sc_hd__a21boi_0,19
sky130_fd_sc_hd__a21o_1,25
sky130_fd_sc_hd__a21oi_1,187
sky130_fd_sc_hd__a221o_1,25
sky130_fd_sc_hd__a221oi_1,52
sky130_fd_sc_hd__a22oi_1,25
sky130_fd_sc_hd__a31oi_1,31
sky130_fd_sc_hd__and2_1,57
sky130_fd_sc_hd__and3_1,32
sky130_fd_sc_hd__buf_4,137
sky130_fd_sc_hd__clkbuf_16,9
sky130_fd_sc_hd__clkdlybuf4s50_1,445
sky130_fd_sc_hd__dfxtp_1,105
sky130_fd_sc_hd__ha_1,86
sky130_fd_sc_hd__inv_1,29
sky130_fd_sc_hd__mux2_2,18
sky130_fd_sc_hd__mux2i_1,18
sky130_fd_sc_hd__nand2_1,259
sky130_fd_sc_hd__nand2b_1,15
sky130_fd_sc_hd__nand3_1,86
sky130_fd_sc_hd__nand4_1,36
sky130_fd_sc_hd__nor2_1,232
sky130_fd_sc_hd__nor2b_1,25
sky130_fd_sc_hd__nor3_1,57
sky130_fd_sc_hd__nor4_1,17
sky130_fd_sc_hd__o2111ai_1,22
sky130_fd_sc_hd__o211ai_1,62
sky130_fd_sc_hd__o21a_1,20
sky130_fd_sc_hd__o21ai_0,201
sky130_fd_sc_hd__o21bai_1,12
sky130_fd_sc_hd__o221ai_1,55
sky130_fd_sc_hd__o22ai_1,69
sky130_fd_sc_hd__o31ai_1,10
sky130_fd_sc_hd__or3_1,29
sky130_fd_sc_hd__xnor2_1,114
sky130_fd_sc_hd__xor2_1,58
[synthesized netlist by cell type (13+ instances only)]
cell type / number
sky130_fd_sc_hd__buf_2: 17
sky130_fd_sc_hd__a2111oi_0: 23
sky130_fd_sc_hd__o21a_1: 20
sky130_fd_sc_hd__a211o_1: 13
sky130_fd_sc_hd__nand2_1: 259
sky130_fd_sc_hd__and3_1: 32
sky130_fd_sc_hd__xor2_1: 58
sky130_fd_sc_hd__nor2b_1: 25
sky130_fd_sc_hd__nand4_1: 36
sky130_fd_sc_hd__a221o_1: 25
sky130_fd_sc_hd__nor4_1: 17
sky130_fd_sc_hd__nand3_1: 86
sky130_fd_sc_hd__a21o_1: 25
sky130_fd_sc_hd__mux2i_1: 18
sky130_fd_sc_hd__a21boi_0: 19
sky130_fd_sc_hd__o211ai_1: 62
sky130_fd_sc_hd__nand2b_1: 15
sky130_fd_sc_hd__a22oi_1: 25
sky130_fd_sc_hd__o22ai_1: 69
sky130_fd_sc_hd__or3_1: 29
sky130_fd_sc_hd__xnor2_1: 114
sky130_fd_sc_hd__a21oi_1: 187
sky130_fd_sc_hd__o21ai_0: 201
sky130_fd_sc_hd__inv_1: 29
sky130_fd_sc_hd__and2_1: 57
sky130_fd_sc_hd__ha_1: 86
sky130_fd_sc_hd__a211oi_1: 60
sky130_fd_sc_hd__clkbuf_1: 115
sky130_fd_sc_hd__dfxtp_1: 105
sky130_fd_sc_hd__a31oi_1: 31
sky130_fd_sc_hd__o221ai_1: 55
sky130_fd_sc_hd__nor2_1: 235
sky130_fd_sc_hd__o2111ai_1: 22
sky130_fd_sc_hd__nor3_1: 60
sky130_fd_sc_hd__mux2_2: 18
sky130_fd_sc_hd__a221oi_1: 52
[stage by stage]
stage | worst slack (ns) | hold WS [ns] | total power [W]
2_1_floorplan | 8.120 | 0.4515 | 0.0006625
3_3_place_gp | 7.143 | 0.4662 | 0.001067
3_5_place_dp | 7.180 | 0.4909 | 0.001069
4_1_cts | 7.253 | 0.5120 | 0.001373
5_1_grt | 7.225 | 0.5240 | 0.001448
6_report | 7.257 | 0.5107 | 0.001419
[cells by family after synthesis]
logic type                 after synthesis  share of synthesized area (%)
other                                    1                        0.02201
muxes                                   36                          2.247
xor gates and xnor gates               172                          8.841
buffers and inverters                  182                          4.383
AOI/OAI and AO/OA                      992                          39.88
and+or+nand+nor                        891                          25.04
DFF                                    105                          12.34
adders and majority gates               94                          7.255
[layout make-up]
cell class | instances | area, µm² | share of cell area, %
antenna | 4 | 10.01 | 0.04368
clock buffer | 10 | 229.0 | 0.9991
clock inverter | 5 | 81.33 | 0.3549
inverter | 30 | 112.6 | 0.4914
multi-input combinational | 2186 | 14220 | 62.05
sequential | 105 | 2102 | 9.172
tap | 539 | 674.4 | 2.943
timing repair buffer | 583 | 5488 | 23.95
[metal layers]
| layer | wire (µm) | up-vias |
|---|---|---|
| met3 | 20810 | 734 |
| met2 | 44820 | 2330 |
| li1 | - | 10450 |
| met5 | 252 | - |
| met4 | 13030 | 12 |
| met1 | 43620 | 11500 |
[worst reg2reg max path, delay by kind of cell, from the launching register on]
family | cells | cell delay (ns)
buf+inv | 2 | 0.67
simple gates | 6 | 2.13
compound gates | 5 | 1.52
flops | 1 | 0.82
[where the power goes]
group | internal [W] | total, W | switching, W | leakage [nW]
Sequential | 0.000329 | 0.000370 | 0.0000414 | 0.857
Clock | 0.000157 | 0.000304 | 0.000147 | 0.149
Combinational | 0.000318 | 0.000744 | 0.000426 | 7.65
Total | 0.000804 | 0.00142 | 0.000614 | 8.66
Power figures rest on the tool's default switching activity, not on a simulated workload.
